## ./config.mk

```make
export PLATFORM = sky130hd
export DESIGN_NAME = count_1s
export DESIGN_NICKNAME = count_1s
export VERILOG_FILES = /design/flow/design.v
export SDC_FILE = /design/flow/constraint.sdc
export NUM_CORES = 4
export LEC_CHECK = 1
export CORE_AREA = 10 10 70 70
export DIE_AREA = 0 0 80 80
```

## ./constraint.sdc

```tcl
current_design count_1s

set clk_period 3.7
set clk_io_pct 0.2

create_clock -name clk0 -period $clk_period

set non_clock_inputs [all_inputs -no_clocks]
set_input_delay [expr $clk_period * $clk_io_pct] -clock clk0 $non_clock_inputs
set_output_delay [expr $clk_period * $clk_io_pct] -clock clk0 [all_outputs]
```

## ./design.v

```verilog
`timescale 1ns / 1ps
module count_1s#(parameter n = 8)(
    input [n-1:0]d_in,
    output reg [n-5:0]count
    );
    integer i;
    always@(*)
    begin
        count = 0;
        for(i=0;i<n;i=i+1)
        begin
            if(d_in[i] == 1'b1)
                count = count+1;
            else
                count = count + 0;
        end
    end
endmodule
```

## ./run.sh

```bash
#!/bin/bash
# OpenROAD 26Q1-2900-gdf79404cd8, Yosys 0.63+post, stock flow scripts
make -C /OpenROAD-flow-scripts/flow DESIGN_CONFIG=/design/flow/config.mk WORK_HOME=/design/flow/orfs finish
```

==> CHANGELOG.md <==
### Changed

- CTS Hold Buffers Added: 0
- Top cells, area: ha_1 13%, xnor2_1 10%, xor2_1 7.0%
- Period utilisation layout: 1.183
- Final Instance Area: between 1000 and 1500 um2
- Overflow left after global routing: 0
- Max FO, Critical Path: 5
- Tot GR Track Use: 0.05765
- Final hold violation count: 0
- IO Count: 12
- Max-area cell share: 0.1327
- Final setup violation count: 4
- Number of nets with antenna violations after routing: 0
- RePlAce Congestion: 0.8743
- Hold Crit Class: in2out
- Routed via count: roughly 800
- Clock buffer count: 0
- First-pass GRT wire length: 3215 um
- WS Path Type: in2out
- Tool Warnings: 38
- Core Footprint: between 3000 and 4000 um2
- Die width: 80 um
- Worst-Margin Slew: between 200 and 300 ps
- Peak supply drop: 0.07512 mV
- Top cells by count, synth: 9 x xnor2_1, 8 x ha_1, 8 x nand2_1
- Mapped Cells: around 96
- Hpwl dp: roughly 1600 um
- Total wire length: between 1500 and 2000 um
- Initial antenna violation count: 0
- Sequential cell area fraction in the yosys report: 0
- Minimum clock period: around 4400 ps
- FP Core Util: 0.2209
- Buffers on Ports: 12
- Failing checks: setup timing
- Yosys warns: 1
- Most frequent cell after synthesis: xnor2_1
- Syn_area_per_cell: slightly below 8 um2
- Slew margin rel.: 0.8014
- Diode count: 0
- # rows: 21
- Outcome: finished, violations left
- Area delta synth->final: 65.17%
- FMAX: 228.5 MHz
- Register Area: 0 um2
- Placed inst area: about 1200 um2
- Synth Cell Area: ~750 um2
- Worst Path Required: 2960 ps
- Vias in the first global route: ~730
- Vias per cell: 4.511
- Pleak: 0.5643 nW
- Initial DRC Count: 21
- Seq_cells: 0
- Critical Path AT: around 3600 ps
- TritonRoute pass-1 iters: 4
- Wire per inst: between 10 and 15 um
- Pwr/cell area: 246.3 nW/um2
- Final Power: 0.3070 mW
- Die height: about 80 um
- Total die area: between 6000 and 7000 um2
- DRC Markers: 0
- Pin count of the biggest net entering global routing: 14
- Max-cap violations: 0
- Synthesis area per yosys: 754.5 um2
- Final WS setup: -676.5 ps
- RSZ-0062 raised after global routing: true
- Fraction of layout cells with a size suffix above 1: 0.4632
- CP startpoint kind: primary input
- Cell taking the most area after synthesis: ha_1
- Distinct lib cells: around 40
- CP Capture Type: output pin
- Pins Over Slew Limit: 0
- Ys cells: about 96
## stage by stage
stage	setup slack [ps]	instances	setup TNS, ps	utilization	hold slack [ps]
after global routing	-848.3	182	-2862	0.3648	2404
after detailed placement	-1652	179	-5465	0.3476	2567
after global placement	-1547	179	-5133	0.3476	2550
after CTS	-723.3	182	-2402	0.3645	2362
after floorplan	-323.4	96	-949.9	-	1509
final	-676.5	182	-2210	0.3648	2360
## report_power, final
| group | total [mW] | internal, mW | switching (mW) |
|---|---|---|---|
| Clock | 0 | 0 | 0 |
| Combinational | 0.307 | 0.176 | 0.131 |
| Sequential | 0 | 0 | 0 |
| Total | 0.307 | 0.176 | 0.131 |
## critical path: stages
cell and delay [ps]:
clkdlybuf4s50_1 620, nor2_1 100, a21oi_2 130, ha_1 260, a21oi_2 140, o31ai_2 80
a21o_1 200, a32oi_2 190, ha_2 300, mux2_4 270, ha_4 160, nand2_4 50
xnor2_2 120, xnor2_1 140, buf_2 120
## area by class of cell
cell class         count  area (um2)
repair buffers        45       361.6
well taps             46       57.56
fillers              348        2170
multi-input cells     85       794.5
inverters              6       32.53
## cells by family after synthesis
logic type / Yosys count / synth area share
xor gates and xnor gates: 18 / 0.2471
AOI/OAI and AO/OA: 25 / 0.2620
adders and majority gates: 8 / 0.1327
and+or+nand+nor: 32 / 0.2422
muxes: 2 / 0.02985
buffers and inverters: 11 / 0.08622
## final timing paths
path / endpoint / slack (ps) / cells past startpoint / start
setup / recovery: count[2] / -680 / 15 / d_in[3]
hold / removal: count[1] / 2360 / 3 / d_in[7]
## what timing repair did
action,CTS,global route
setup endpoints to repair,4,4
cloned,0,0
pin swaps,12,11
endpoints found under the hold margin,0,0
gates resized,34,3
setup buffers,3,0
## layer usage
| metal | GRT usage | share of wire | wire, um | vias to the layer above |
|---|---|---|---|---|
| li1 | - | - | - | 430 |
| met1 | 0.09103 | 0.54 | 1038 | 379 |
| met2 | 0.08909 | 0.44 | 855 | 12 |
| met3 | 0.001136 | 0.021 | 40 | 0 |
| met4 | 0 | 0 | 0 | 0 |
| met5 | 0 | 0 | 0 | - |
## cells in the final DEF, fill, tap and decap left out, types with 2 or more instances in the layout
| cell | n |
|---|---|
| buf_4 | 32 |
| nand2_1 | 7 |
| xnor2_1 | 6 |
| xor2_1 | 6 |
| clkdlybuf4s50_1 | 6 |
| xnor2_2 | 4 |
| inv_1 | 4 |
| a21oi_2 | 4 |
| nor2_1 | 4 |
| ha_1 | 4 |
| buf_2 | 4 |
| nand2b_1 | 3 |
| o21ai_0 | 3 |
| nor2b_1 | 3 |
| nand3_1 | 3 |
| ha_4 | 3 |
| inv_6 | 2 |
| o31ai_2 | 2 |
| o211ai_1 | 2 |
| a21oi_1 | 2 |
| o32ai_1 | 2 |
| a31o_1 | 2 |
| buf_8 | 2 |
No activity file was given, so power comes from the tool's default toggle rates.
