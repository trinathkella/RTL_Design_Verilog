==> design.v <==
`timescale 1ns / 1ps
module count_0s_task#(parameter n = 8)(
    input [n-1:0]d_in,
    output reg [n-5:0]count
    );
    integer i;
    task counting(input [n-1:0]d_in, output [n-5:0]count);
        begin
            count = 0;
            for(i=0;i<n;i=i+1)
            begin
                if(d_in[i] == 1'b0)
                    count =  count + 1;
                else
                    count = count + 0;
            end
        end
    endtask
    always@(*)
    begin
        counting(d_in,count);
    end
endmodule
==> run.sh <==
#!/bin/bash
# OpenROAD 26Q1-2900-gdf79404cd8, Yosys 0.63+post, stock flow scripts
make -C /OpenROAD-flow-scripts/flow DESIGN_CONFIG=/design/flow/config.mk WORK_HOME=/design/flow/orfs finish
==> config.mk <==
export PLATFORM = sky130hd
export DESIGN_NAME = count_0s_task
export DESIGN_NICKNAME = count_0s_task
export VERILOG_FILES = /design/flow/design.v
export SDC_FILE = /design/flow/constraint.sdc
export NUM_CORES = 4
export LEC_CHECK = 1
export CORE_AREA = 10 10 70 70
export DIE_AREA = 0 0 80 80
==> constraint.sdc <==
current_design count_0s_task

set clk_period 4.8
set clk_io_pct 0.2

create_clock -name clk0 -period $clk_period

set non_clock_inputs [all_inputs -no_clocks]
set_input_delay [expr $clk_period * $clk_io_pct] -clock clk0 $non_clock_inputs
set_output_delay [expr $clk_period * $clk_io_pct] -clock clk0 [all_outputs]
==> results.yml <==
# yosys + openroad results
run_status:
  outcome: "finished with violations"
  failed_checks: "setup timing"
routing:
  routed_wire_length_um: 1550
  post_dr_wirelength_cell_um: 9.04
  detailroute.via_count: 727
  avgViaCountPerCell: 4.25
  antenna_diodes: 0
  drtIter0Drc: 10
  ant_nets: 0
  drt-pass1-iter-count: 4
  final_routed_drc_violation_total: 0
pwr:
  power_frac_comb_pct: 100.0
  power.share.switching_pct: 39.1
  p_seq_share_pct: 0
  power_uw: 227
  power.leakage_uw: 0.000492
  power_density_over_the_cells_nw_per_um2: 196
  vdd_ir_drop_max_v: 0.0000581
  cell_internal_power_dissipation_uw: 138
  clockPowerShare_pct: 0
  netSwitchingPower_uw: 88.8
grt:
  antenna_found_initial: 0
  aggregate_global_route_resource_usage_pct: 4.72
  global_route.overflow_total: 0
  wire_length_of_the_first_global_routing_pass_um: 2760
  first_global_vias: 676
  grt_max_degree: 10
worst_hold_path:
  hold_end: "count[1]"
  type_of_the_tightest_min_delay_check: "input pin to output pin"
  hold_path.startpoint: "d_in[7]"
  hold_depth: 3
sta:
  fmaxAchievable_ghz: 0.205
  hold_violations: 0
  setup_repair_after_global_routing_missed_its_margin: "yes"
  slew_violations: 0
  worst_pin_slew_ns: 0.415
  min_period_ns: 4.89
  final.period_utilization_pct: 102
  finalSetupViolations: 1
  worst_slew_margin_rel_pct: 72.1
  fin_ws_ns: -0.0892
run:
  tool_warnings: 37
  drv_cap: 0
logic_synthesis:
  post_synth_top_area_share_pct: 15.4
  cell_area_leaders: "sky130_fd_sc_hd__ha_1 15%, sky130_fd_sc_hd__xnor2_1 11%, sky130_fd_sc_hd__xnor2_2 7.5%"
  synth.yosys.seq_area_share_pct: 0
  synth.avg_cell_area_um2: 7.58
  yosys_area_um2: 652
  largest_area_cell: "sky130_fd_sc_hd__ha_1"
  cells_yosys: 86
  synth.top_cells.by_count: "8 x sky130_fd_sc_hd__ha_1, 8 x sky130_fd_sc_hd__xnor2_1, 7 x sky130_fd_sc_hd__inv_1"
  syn-instance-count: 86
  post_synthesis_cell_type_count: 37
  synth.cell_area_um2: 652
  ys_warn_count: 1
die:
  die_h_um: 80
  number_of_placement_rows: 21
  core_area_um2: 3420
  die_x_um: 80
  floorplan.die_area_um2: 6400
  fp_util_pct: 19.1
  io_pins: 12
layout:
  seq_cells: 0
  final_cell_count_no_fill: 171
  final_layout_size_suffix_gt1_share_pct: 48.0
  sequential_cell_area_um2: 0
  area_added_between_synthesis_and_finish_pct: 77.9
  clkbuf_count: 0
place:
  dp_hpwl_um: 1260
  place_inst: 166
  place.port_buffers: 12
  weighted_congestion_at_the_end_of_routability_driven_global_placement: 0.888
critical_path:
  timing.critical_path.arrival_ns: 3.93
  critPathMaxFanout: 2
  crit_path_end_kind: "output pin"
  crit_type: "input pin to output pin"
  setup.worst_path.start_class: "input pin"
  critical_path_required_ns: 3.84
[worst max-delay path by stage]
stage,from,end,slack (ns),cells past startpoint
global route,d_in[1],count[1],-0.26,19
finish,d_in[1],count[1],-0.09,19
CTS,d_in[1],count[1],-0.13,18
[cell families after synthesis]
kind of cell	count (synthesis)	synth area share [%]
AOI/OAI and AO/OA	18	19.8
xor gates and xnor gates	15	23.6
adders and majority gates	8	15.4
buffers and inverters	11	8.45
muxes	2	3.26
and+or+nand+nor	32	29.6
[routing by layer]
layer  vias to the layer above  global-route usage (%)  part of all wire (%)
li1                        388                       -                     -
met1                       329                    6.76                    52
met4                         0                       0                     0
met5                         -                       0                     0
met3                         0                   0.341                   4.2
met2                        10                    7.95                    44
[metrics by stage]
step,area (um2),hold slack [ns],setup WS [ns],utilization (%),TNS [ns]
2_1_floorplan,666,1.95,0.00134,-,0
3_3_place_gp,1010,2.93,-0.998,29.6,-2.85
3_5_place_dp,1010,2.95,-1.03,29.6,-2.93
4_1_cts,1120,2.72,-0.133,32.7,-0.213
5_1_grt,1160,2.76,-0.263,34.0,-0.576
6_report,1160,2.72,-0.0892,34.0,-0.0892
[repair_timing]
item                       in CTS  in global routing
setup endpoints to repair       3                  3
setup buffers                   4                  2
gates resized                  42                  7
hold buffers                    0                  0
pin swaps                      14                 10
[power groups by stage]
| stage | clock network (uW) | registers (uW) | logic [uW] |
|---|---|---|---|
| final | 0 | 0 | 227 |
| after global routing | 0 | 0 | 250 |
| after CTS | 0 | 0 | 219 |
[area by class of cell]
type | count | area (um2)
fill | 344 | 2260
multi-input combinational | 75 | 709
timing repair buffer | 43 | 367
tap | 46 | 57.6
inverter | 7 | 26.3
[worst max-delay path, stage by stage]
cell and delay, ns:
sky130_fd_sc_hd__buf_8 0.10, sky130_fd_sc_hd__buf_6 0.11, sky130_fd_sc_hd__ha_4 0.16, sky130_fd_sc_hd__mux2i_4 0.16, sky130_fd_sc_hd__xor2_2 0.17, sky130_fd_sc_hd__o21ai_1 0.08, sky130_fd_sc_hd__ha_1 0.27, sky130_fd_sc_hd__or2_4 0.23
sky130_fd_sc_hd__o311a_1 0.15, sky130_fd_sc_hd__buf_6 0.13, sky130_fd_sc_hd__nor3_4 0.19, sky130_fd_sc_hd__o21ai_2 0.09, sky130_fd_sc_hd__nand2_1 0.06, sky130_fd_sc_hd__ha_1 0.23, sky130_fd_sc_hd__nor2_2 0.12, sky130_fd_sc_hd__a31oi_2 0.06
sky130_fd_sc_hd__ha_1 0.29, sky130_fd_sc_hd__mux2_4 0.27, sky130_fd_sc_hd__buf_6 0.11
[placed cells by master, fill, tap and decap left out, drive strengths merged]
| cell type | n |
|---|---|
| a31oi | 2 |
| xor2 | 4 |
| o311a | 1 |
| nand4 | 1 |
| or3b | 1 |
| inv | 7 |
| nand2 | 3 |
| nor3 | 2 |
| buf | 36 |
| and4 | 2 |
| xnor2 | 11 |
| nor2b | 4 |
| a21oi | 2 |
| mux2i | 1 |
| a2111oi | 1 |
| nand3 | 6 |
| o21bai | 1 |
| and2 | 1 |
| o21a | 2 |
| o31a | 1 |
| nand4b | 1 |
| clkdlybuf4s15 | 1 |
| nor2 | 3 |
| or2 | 1 |
| nand3b | 2 |
| mux2 | 1 |
| ha | 8 |
| nand2b | 4 |
| a211oi | 1 |
| o2bb2ai | 1 |
| o21ai | 5 |
| clkdlybuf4s50 | 6 |
| or3 | 1 |
| a311oi | 1 |
No activity file was given, so power comes from the tool's default toggle rates.
