$ cat design/flow/design.v
module ALU_unit_1 #(parameter n = 16)(
    input [n-1:0] a_in, b_in,
    input [3:0] opcode,
    input clk, reset_n,
    input start,  
    output reg [n-1:0] y_out,
    output reg c_out,
    output reg zflag, sflag, cflag, pflag
);
    reg [n-1:0] result;  
    reg op_done;  
    always @(posedge clk or negedge reset_n) begin
        if (!reset_n) begin
            result <= 0;
            c_out <= 0;
            zflag <= 0;
            sflag <= 0;
            cflag <= 0;
            pflag <= 0;
            op_done <= 0;
        end else if (start && !op_done) begin
            case (opcode)
                4'b0000: {c_out, result} <= a_in + b_in;  
                4'b0001: {c_out, result} <= a_in - b_in;  
                4'b0010: {c_out, result} <= {1'b0, a_in + 1};  
                4'b0011: {c_out, result} <= {1'b0, a_in - 1};  
                4'b0100: {c_out, result} <= {1'b0, a_in[n-1:1]};  
                4'b0101: {c_out, result} <= {1'b0, a_in[n-2:0], 1'b0};  
                4'b0110: {c_out, result} <= a_in | b_in;  
                4'b0111: {c_out, result} <= a_in ^ b_in;  
                4'b1000: {c_out, result} <= a_in & b_in;  
                4'b1001: {c_out, result} <= ~a_in;  
                default: {c_out, result} <= 0;
            endcase
            op_done <= 1;  
        end else if (op_done) begin
            sflag <= result[n-1];  
            cflag <= c_out;  
            pflag <= ^result;  
            zflag <= (result == 0) ? 1 : 0;  
            y_out <= result;
        end
    end
    always @(posedge clk) begin
        if (op_done && !start) begin
            op_done <= 0;  
        end
    end
endmodule
$ cat design/flow/run.sh
#!/bin/bash
# OpenROAD 26Q1-2900-gdf79404cd8, Yosys 0.63+post, stock flow scripts
make -C /OpenROAD-flow-scripts/flow DESIGN_CONFIG=/design/flow/config.mk WORK_HOME=/design/flow/orfs finish
$ cat design/flow/config.mk
export PLATFORM = sky130hd
export DESIGN_NAME = ALU_unit_1
export DESIGN_NICKNAME = ALU_unit_1
export VERILOG_FILES = /design/flow/design.v
export SDC_FILE = /design/flow/constraint.sdc
export NUM_CORES = 4
export LEC_CHECK = 1
export CORE_AREA = 10 10 91 91
export DIE_AREA = 0 0 101 101
$ cat design/flow/constraint.sdc
current_design ALU_unit_1

set clk_period 1.0
set clk_io_pct 0.2

create_clock -name clk0 -period $clk_period [get_ports {clk}]

set non_clock_inputs [all_inputs -no_clocks]
set_input_delay [expr $clk_period * $clk_io_pct] -clock clk0 $non_clock_inputs
set_output_delay [expr $clk_period * $clk_io_pct] -clock clk0 [all_outputs]
==> flow_summary.yaml <==
# generated from flow reports
synthesis:
  ys_area_sq_um: 1021
  edf_count: 0
  common_cells: "buf_4 (20), a31oi_1 (18), ha_1 (16)"
  yosys.area.top_type: "ha_1"
  synth_seq_share: 0.02451
  synth_area_sq_um: 1021
  yosysUniqueCellTypes: 36
  yosys_warnings: 3
  yosysTopAreaCellShare: 0.1961
  ys.flops: 1
  yosys-stat-cells: 152
  synth-async-reset-ratio: 1.000
  ys_dominant_reg_cell: "dfrtp_1"
  synthesis.instances: 152
  yosysMostFrequentCell: "buf_4"
  avgSynthCellArea_sq_um: 6.717
  area_leaders: "ha_1 (20%), buf_4 (15%), a31oi_1 (11%)"
detailed_routing:
  routed-via-count: 1333
  n_antenna_cell: 0
  firstDrtPassIters: 4
  vias_per_cell: 4.342
  antenna_left: 0
  drc: 0
  routed_wl_microns: 3911
  wire_per_inst_microns: 12.74
  drt_iter0_markers: 60
place:
  placed_cell_area_sq_um: 1719
  place_inst: 303
  dp_hpwl_microns: 3442
  gp_congestion: 0.8982
  dp_slack_ps: -2639
  port_buffers: 39
timing:
  final_hold_viol_count: 0
  grt_setup_unrepaired: "true"
  drv_slew: 0
  max_clock_freq_mhz: 312.7
  min_period_ps: 3198
  finalSetupViolCount: 1
  fin_ws_ps: -2198
  finalCritPeriodShare: 3.198
  fin_skew_ps: 0
job:
  cap_violations: 0
  warnings: 31
floorplanning:
  io_pins: 60
  die_width_microns: 101
  initial_core_util: 0.1608
  die_height_microns: 101
  rows: 29
  core_sq_um: 6350
  dieArea_sq_um: 10200
global_route:
  grt_pass1_vias: 1314
  grt.total_usage: 0.07217
  grt_max_degree: 13
  overflow: 0
  grt_pass1_wl_microns: 6175
  antenna_found_initial: 0
setup_path:
  crit_family: "simple AND/OR/NAND/NOR gates"
  crit_top_cell: "or3_4"
  path_max_fanout: 3
  critPathMaxStageDelay_ps: 520
  slowest_stage: "or4b_4"
  cp-end-kind: "register"
  crit_chain: "buf_6, or3_4, or3_4, or4b_4, or3_4, o21a_1, o21ai_1, ha_1, a21oi_1, a21oi_1, a211oi_2, xor2_1, a31oi_1"
  start_kind: "input port"
  path_buffers: 1
  cp.arrival_ps: 3070
  worstPathRequired_ps: 870
  timing_worst_setup_path_type: "input port to register"
run_status:
  violations: "negative setup slack"
  status: "complete, but fails checks"
pwr:
  p_per_area_nw_per_um2: 404.3
  leakage_nw: 0.7984
  irDropWorstVdd_v: 0.0001801
layout:
  top_register: "c_out"
  drive_above_1_share: 0.2522
  num-fill-cells: 668
  largest_register_ffs: 1
  largestRegisters: "c_out: 1 flops"
  finalNonFillerCells: 307
  areaGrowthSynthToFinish_pct: 74.14
  stdcell_area_sq_um: 1778
clock_tree:
  cts.clk_slew.worst_paths_ps: 0
  clk_latency_ps: 0
hold_path:
  hp-class: "input port to asynchronous set/reset pin"
stage by stage:
step	hold slack, ps	utilization	setup TNS (ps)	power [mW]
after floorplan	-95.59	-	-2069	0.3766
after global placement	350.3	0.2707	-2614	0.6985
after detailed placement	350.5	0.2707	-2639	0.6993
after CTS	351.8	0.2747	-2411	0.7113
after global routing	359.7	0.2800	-2351	0.8026
final	349.7	0.2800	-2198	0.7188
layout make-up:
class,instances,area (sq um),share of cell area
inverters,6,22.52,0.01267
multi-input cells,140,914.6,0.5144
flip-flops and latches,1,25.02,0.01407
well taps,77,96.34,0.05419
repair buffers,83,719.4,0.4046
routing by layer:
metal	global-route usage	vias to the layer above	wire length (microns)
met5	0	-	0
met4	0	0	0
met3	0.01386	0	225
met2	0.1194	41	1787
met1	0.1007	595	1898
li1	-	697	-
logic make-up (layout without fill, tap and decap cells):
group / count (synthesis) / after routing / synth area share
simple gates: 48 / 48 / 0.2586
fa+ha+maj: 16 / 16 / 0.1961
buf+inv: 30 / 89 / 0.1838
flops: 1 / 1 / 0.02451
compound gates: 55 / 55 / 0.3248
xor+xnor: 1 / 1 / 0.008580
other cells: 1 / 20 / 0.003673
worst reg2reg max path, delay by kind of cell, from the launching register on:
family,cells,cell delay (ps)
flip-flops,1,350
AND-OR/OR-AND,2,220
path summary, 6_finish.rpt:
check,from,end,slack (ps),cells after the start
max,b_in[0],c_out,-2200,13
min,reset_n,c_out,350,1
min in group clk0,c_out,c_out,590,2
max in group asynchronous,reset_n,c_out,550,1
max reg2reg,c_out,c_out,300,2
min reg2reg,c_out,c_out,590,2
cells in the final DEF (no fill, tap or decap), types with 2 or more instances in the layout:
master,Yosys,layout
a21oi_1,9,9
a31oi_1,18,17
buf_2,0,2
buf_4,20,44
clkdlybuf4s50_1,0,33
conb_1,1,20
dlymetal6s2s_1,0,3
ha_1,16,16
inv_1,6,6
nand2_1,11,11
nand3_1,3,3
nand4_1,4,4
nor2_1,13,13
nor3_1,4,3
o21a_1,3,3
o21ai_0,15,11
o21ai_1,1,4
o31ai_1,2,2
or3_4,2,4
power by group:
group	switching [mW]	internal (mW)	total [mW]
Sequential	0.00248	0.0468	0.0493
Combinational	0.284	0.385	0.669
Clock	0	0	0
timing repair:
item                       in CTS  in global routing
hold buffers                    0                  0
pin swaps                      13                 15
setup endpoints to repair       1                  2
gates resized                  16                 10
buffers inserted                3                  1
Power and IR drop assume default switching activity.
